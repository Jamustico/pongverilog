## ./config.mk

```make
export PLATFORM = sky130hd
export DESIGN_NAME = vga_counter
export DESIGN_NICKNAME = vga_counter
export VERILOG_FILES = /design/flow/design.v
export SDC_FILE = /design/flow/constraint.sdc
export NUM_CORES = 4
export LEC_CHECK = 1
export CORE_AREA = 10 10 114 114
export DIE_AREA = 0 0 124 124
```

## ./constraint.sdc

```tcl
current_design vga_counter

set clk_period 2.4
set clk_io_pct 0.2

create_clock -name clk0 -period $clk_period [get_ports {clk}]

set non_clock_inputs [all_inputs -no_clocks]
set_input_delay [expr $clk_period * $clk_io_pct] -clock clk0 $non_clock_inputs
set_output_delay [expr $clk_period * $clk_io_pct] -clock clk0 [all_outputs]
```

## ./design.v

```verilog
module vga_counter (
    clk,       
    hsync,     
    vsync,     
    hcounter,  
    vcounter,  
    display    
    );
    parameter hstart = 0;     
    parameter hfporch = 200;
    parameter hsyncpulse = 210;
    parameter hbporch = 242;
    parameter hfinish = 264;
    parameter vstart = 0;
    parameter vfporch = 600;
    parameter vsyncpulse = 601;
    parameter vbporch = 604;
    parameter vfinish = 628;
    input wire clk;
    output reg hsync;
    output reg vsync;
    reg hdisplay,vdisplay;
    output wire display;
    assign display = hdisplay & vdisplay;
    output [8:0] hcounter;   
    output [10:0] vcounter;     
    reg [8:0] hcounter;
    reg [10:0] vcounter;
    initial begin
        hcounter <= 9'b000000000;
        hdisplay <= 1'b1;
        hsync    <= 1'b1;
        end
    initial begin
        vcounter <= 11'b00000000000;
        vdisplay <= 1'b1;
        vsync    <= 1'b1;
    end
    always @(posedge clk) begin
        hcounter <= hcounter + 1;
        if (hcounter == hfinish) begin
            hcounter <= 0;
            vcounter <= vcounter + 1;    
            if (vcounter == vfinish) begin
                vcounter <= 0;
            end
            if (vcounter == 0) begin
               vdisplay <= 1; 
            end
            if (vcounter == vfporch) begin
                vdisplay <= 0;
            end
            if (vcounter == vsyncpulse)begin
                vsync <= 0;
            end
            if (vcounter == vbporch) begin
                vsync <= 1;
            end
        end
        if (hcounter == 0) begin
            hdisplay <= 1;
        end
        if (hcounter == hfporch) begin
            hdisplay <= 0;
        end
        if (hcounter == hsyncpulse) begin
            hsync <= 0;
        end
        if (hcounter == hbporch) begin
            hsync <= 1;
        end
    end
endmodule
```

## ./run.sh

```bash
#!/bin/bash
# OpenROAD 26Q1-2900-gdf79404cd8, Yosys 0.63+post, stock flow scripts
make -C /OpenROAD-flow-scripts/flow DESIGN_CONFIG=/design/flow/config.mk WORK_HOME=/design/flow/orfs finish
```

==> qor.txt <==
Cell type with the largest total area: edfxtp_1
Final WL: 2720 um
Global-route wire length before repair: 4490 um
Post-CTS sizing: 0
Tot Pwr: 0.658 mW
Skew final: 2.58 ps
Most frequent logic cell in the layout: clkdlybuf4s50_1
Sequential area share after synthesis: 50.1%
Initial antenna violation count: 0
H-tree depth: 1
Final setup viols: 0
Mapped Cells: 112
Die Y: 124 um
Total core area: 10400 sq um
Die width: 124 um
Layout cells sized above 1: 8.70%
CTS tree: yes
Max-slew headroom: 66.3%
RSZ-0062 raised after global routing: false
DR vias: 883
Latency at later pin: 260 ps
Overall routing resource usage: 3.59%
Tightest Hold Check Type: flop to flop
Met2 WL: 1370 um
Detailed placement HPWL: 2150 um
Area after DPL: 1610 sq um
Cell Area, Synth: 1220 sq um
N_diodes: 0
CTS Hold Bufs: 0
Worst-margin pin slew: 502 ps
Clock Tree Root: clkbuf_8
CP Capture Point: vcounter[3]
Largest type area fraction: 32.0%
Post-CTS Setup Repair Bufs: 0
Distinct lib cells: 34
Log Warnings: 29
Worst r2r src: hcounter[0]
Reg2reg path depth: 7
CP Launch Point: vcounter[3]
Pwr dens: 397 nW/um^2
Vias per cell: 3.22
Synth flops: 24
Max Cap Viol: 0
CP arrival: 1360 ps
CP Class: flop to primary output
Leakage: 0.584 nW
Floorplan Utilization: 11.7%
FF-to-FF setup slack: 560 ps
Final instance area: 1660 sq um
Final Cycle Share: 76.6%
CTS clk-pin slew, worst paths: 80 ps
I/O pin count: 24
Syn Area/Cell: 10.9 sq um
Final Hold Vio Count: 0
Critical Path RT: 1920 ps
Overflow after GRT: 0
Worst VDD drop: 129 uV
Worst-path fanout max: 7
Yosys Chip Area: 1220 sq um
CP startpoint kind: flop
Nature of the critical path endpoint: primary output
Clock sinks: 24
Slowest stage delay, CP: 550 ps
Yosys Instances: 112
Max-slew violation count: 0
Min Tclk post-route: 1840 ps
WL per Instance: 9.91 um
Met3 Wirelength: 117 um
Reg2reg end: vdisplay
Max Clk Rate: 544 MHz
DRC violations left: 0
Num CTS Buffers: 3
Worst setup margin: 562 ps
Largest delay share family, worst path: flip-flops
Remaining antenna violation count: 0
Gpl congestion: 0.793
Cell area leaders: edfxtp_1 32%, dfxtp_1 18%, ha_1 6.2%, xnor2_1 5.0%, xor2_1 5.0%
First-pass DRT Iterations: 3
Status: complete, no violations
Layout area overhead: 36.1%
Core Rows: 37
Buf/Inv on CP: 1
# fillers: 1139
Dominant logic cell types in the final layout: 23 x clkdlybuf4s50_1, 13 x nor2_1, 13 x edfxtp_1
Top sig layer: met4
Fin Hold WS: 486 ps
Met1 WL: 1190 um
Synth warn: 1
Bufs on Longest Clock Path: 2
Port-buffer cells: 23
First DRT Iteration DRCs: 17
WP depth: 1
Pre-CTS WS: 578 ps
CP max stage cell: edfxtp_1
Setup TNS: 0 ps
Die ar.: 15400 sq um
Crit path cell chain: clkdlybuf4s50_1
Vias in the first global route: 912
Pin count of the biggest net entering global routing: 15
==> stage by stage <==
stage	utilization, %	std cells
after floorplan	-	112
after global placement	15.5	270
after detailed placement	15.5	270
after CTS	15.9	274
after global routing	15.9	274
final	15.9	274
==> worst min path at each step <==
stage,from,end,slack (ps),cells past startpoint
after CTS,hcounter[0],hcounter[0],490,1
after global routing,hcounter[0],hcounter[0],500,1
final,hcounter[0],hcounter[0],490,1
==> cell usage after synthesis (all sizes together) <==
cell type and instances:
edfxtp 13, nor2 13, dfxtp 11, nand3 10, nand2 8, xnor2 7
xor2 7, ha 6, inv 5, nor3 4, and2 3, and3 3
nor4 3, and4 2, nand4 2, nor2b 2, a211oi 1, a21oi 1
a31oi 1, buf 1, clkinv 1, mux2 1, nand2b 1, nand4b 1
nor3b 1, o2111a 1, o211ai 1, o21ai 1, o31ai 1
==> state kept, by name (all words and copies together) (netlist names) <==
name,cells
vsync,1
vcounter,11
hdisplay,1
vdisplay,1
hcounter,9
hsync,1
==> metal layers <==
layer	vias up	global-route usage (%)
met5	-	0
met4	0	0.576
met3	2	0.826
met2	13	6.23
met1	420	4.53
li1	448	-
==> power by group <==
| part | internal [mW] | switching (mW) | total (mW) | leakage (nW) |
|---|---|---|---|---|
| Sequential | 0.428 | 0 | 0.428 | 0.240 |
| Combinational | 0 | 0 | 0.000000321 | 0.321 |
| Clock | 0.114 | 0.117 | 0.231 | 0.0231 |
==> worst reg2reg max path: cells and delay by family, from the launching register on <==
family	cells	cell delay [ps]
simple gates	3	550
flops	1	350
buf+inv	2	290
compound gates	1	230
fa+ha+maj	1	140
==> final cells by class <==
type	count	area, sq um	area share (%)
clock buffers	3	41.3	2.49
inverters	6	23.8	1.43
flip-flops and latches	24	611	36.8
clock inverters	1	3.75	0.226
multi-input cells	81	579	34.9
well taps	136	170	10.3
repair buffers	23	230	13.9
==> kinds of logic after synthesis <==
kind of cell	after synthesis	share of synthesized area, %
adders and majority gates	6	6.16
xor gates and xnor gates	14	10.1
buffers and inverters	7	2.36
and+or+nand+nor	53	26.3
DFF	24	50.1
muxes	1	0.924
AOI/OAI and AO/OA	7	4.11
Power and IR drop assume default switching activity.
