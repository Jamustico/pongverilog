<file path="flow/run.sh">
#!/bin/bash
# OpenROAD 26Q1-2900-gdf79404cd8, Yosys 0.63+post, stock flow scripts
make -C /OpenROAD-flow-scripts/flow DESIGN_CONFIG=/design/flow/config.mk WORK_HOME=/design/flow/orfs finish
</file>
<file path="flow/config.mk">
export PLATFORM = sky130hd
export DESIGN_NAME = vga_add
export DESIGN_NICKNAME = vga_add
export VERILOG_FILES = /design/flow/design.v
export SDC_FILE = /design/flow/constraint.sdc
export NUM_CORES = 4
export LEC_CHECK = 1
export CORE_AREA = 10 10 85 85
export DIE_AREA = 0 0 95 95
</file>
<file path="flow/constraint.sdc">
current_design vga_add

set clk_period 8.4
set clk_io_pct 0.2

create_clock -name clk0 -period $clk_period

set non_clock_inputs [all_inputs -no_clocks]
set_input_delay [expr $clk_period * $clk_io_pct] -clock clk0 $non_clock_inputs
set_output_delay [expr $clk_period * $clk_io_pct] -clock clk0 [all_outputs]
</file>
<file path="flow/design.v">
module vga_add (
    posx,    
    posy,    
    eff      
    );
    parameter width = 200;
    input wire [8:0] posx;    
    input wire [8:0] posy;    
    output wire [15:0] eff;
    assign eff = (posy * width) + posx;
endmodule
</file>
==> reports/results.txt <==
Flops: 0
post-route ant nets: 0
Final HPWL DP: 2464 um
Post-CTS Hold Buffers: 0
final hold slack: 3.360 ns
First DRT Iteration DRCs: 28
synth warn: 0
Max-slew headroom: 71.04%
worst min-delay path class: in -> out
Synth Cell Area: 0.001195 mm2
Seq share, synth: 0%
total gr overflow: 0
Switching Share: 45.07%
Setup crit start kind: input pin
biggest area cells: ha_1 37%, fa_1 8.4%, xnor2_1 8.1%
initial antenna violation count: 0
drt wl/cell: 11.52 um
combinational power share: 100.0%
Post-CTS Setup Inserts: 0
RSZ-0062 raised after global routing: no
yosys stat area: 0.001195 mm2
Die Size: 0.009025 mm2
final worst path period need: 7.247 ns
post-route clock period utilization: 86.28%
Hold Fails Final Rpt: 0
Data required, critical path: 6.72 ns
Setup-failing EPs final: 0
residual DRC count: 0
max-cap viol count: 0
Synth area leader: ha_1
synth cell count leaders: 35 x ha_1, 20 x inv_1, 11 x xnor2_1, 9 x a21oi_1, 6 x o21ai_0
CP Class: in -> out
total negative setup slack: 0 ns
first drt pass iteration count: 4
CP arrival: 5.57 ns
layout cells sized above 1: 7.927%
largest net degree at the start of global routing: 10
Die W: 95 um
gr usage total: 6.104%
final WL: 2718 um
distinct cell type count after synthesis: 41
Cell Rows: 27
most common cell in the netlist: ha_1
Worst-Margin Slew: 0.4234 ns
outcome: finished, final reports clean
Mapped Cells: 140
# diodes: 0
Critical Path Fanout Max: 5
Peak Freq: 138.0 MHz
Avg Cell Area, Syn: 8.535 um2
number of global-route vias before repair: 1053
I/O Pins: 34
Synth-to-Final Area Change: 28.69%
Vias: 1018
hold path cells: 0
tool warnings: 32
GPL Wtd Cong: 0.8614
Leak: 0.6916 nW
Psw: 112.2 uW
Die Y-Extent: 95 um
Flop area: 0 um2
first-pass GRT wire length: 4650 um
Cell Pwr Density: 161.9 mW/mm2
Peak VDD IR: 0.06042 mV
port buffer count: 28
Slew Limit Fails: 0
Critical Path End: eff[15]
Critical Path End Type: output port
Core ar.: 0.005473 mm2
Max-area cell share: 36.65%
post-CTS sizing: 0
CP startpoint: posy[4]
yosys cell count: 140
Int Power: 136.8 uW
# clk buffers: 0
via-per-instance ratio: 4.314
Clk network pwr share: 0%
Reg power frac: 0%
Initial Utilization: 21.83%
final cells by class:
class | count | area, um2
repair buffers | 28 | 280.3
fillers | 604 | 3935
well taps | 72 | 90.09
inverters | 21 | 78.83
multi-input cells | 115 | 1089
layout by cell type, fill, tap and decap left out, types with 2 or more instances in the layout:
cell type        netlist  final
clkdlybuf4s50_1        0     28
a21boi_0               2      2
and3_2                 3      3
fa_1                   5      5
a2111oi_0              2      2
xor2_1                 5      5
o21ai_0                6      6
xnor2_1               11     11
o21a_1                 2      2
ha_1                  35     35
nor2_1                 4      4
nand3_1                3      3
nand2_1                2      2
a21oi_1                9      9
nor2b_1                2      2
o211ai_1               2      2
inv_1                 20     20
critical path, cell delays in order:
cell and delay [ns]:
clkdlybuf4s50_1 0.54, ha_1 0.25, ha_1 0.28, inv_1 0.05
fa_1 0.50, inv_1 0.04, ha_1 0.37, a21oi_2 0.11
a2111oi_0 0.46, a311oi_1 0.12, a221oi_2 0.30, nor3b_2 0.24
xnor2_1 0.14, clkdlybuf4s50_1 0.49
power by group through the flow:
| stage | clock [mW] | sequential [mW] | combinational [mW] |
|---|---|---|---|
| after CTS | 0 | 0 | 0.257 |
| final | 0 | 0 | 0.249 |
| after global routing | 0 | 0 | 0.285 |
how the worst min path moves through the flow:
stage                    end    start  slack (ns)
final                 eff[0]  posx[0]        3.36
after CTS             eff[0]  posx[0]        3.36
after global routing  eff[1]  posx[1]        3.36
through the flow:
stage / worst slack [ns] / utilization (%) / power, mW / instance area [um2] / cells
after global routing: 0.8193 / 28.10 / 0.2849 / 1538 / 236
after global placement: 1.117 / 28.10 / 0.2561 / 1538 / 236
final: 1.153 / 28.10 / 0.2490 / 1538 / 236
after detailed placement: 1.136 / 28.10 / 0.2551 / 1538 / 236
after CTS: 1.111 / 28.10 / 0.2566 / 1538 / 236
after floorplan: 2.451 / - / 0.1473 / 1195 / 140
routing by layer:
layer | GRT usage, % | part of all wire, %
met4 | 0 | 0
met5 | 0 | 0
met1 | 8.810 | 53
met2 | 10.01 | 40
met3 | 0.8814 | 7.1
cell families (layout without fill, tap and decap cells):
kind of cell / Yosys count / after routing / synth area share, %
fa+ha+maj: 40 / 40 / 45.03
compound gates: 35 / 35 / 21.15
buf+inv: 25 / 49 / 8.900
simple gates: 23 / 23 / 11.83
xor+xnor: 17 / 17 / 13.09
Power figures rest on the tool's default switching activity, not on a simulated workload.
